File: flow/design.v
module multiplier(a,b,s);
  input [7:0] a;
  input [7:0] b;
  output [15:0] s;
  assign s = a * b;
endmodule
File: flow/run.sh
#!/bin/bash
# OpenROAD 26Q1-2900-gdf79404cd8, Yosys 0.63+post, stock flow scripts
make -C /OpenROAD-flow-scripts/flow DESIGN_CONFIG=/design/flow/config.mk WORK_HOME=/design/flow/orfs finish
File: flow/config.mk
export PLATFORM = sky130hd
export DESIGN_NAME = multiplier
export DESIGN_NICKNAME = multiplier
export VERILOG_FILES = /design/flow/design.v
export SDC_FILE = /design/flow/constraint.sdc
export NUM_CORES = 4
export LEC_CHECK = 1
export CORE_UTILIZATION = 50
File: flow/constraint.sdc
current_design multiplier

set clk_period 8.5
set clk_io_pct 0.2

create_clock -name clk0 -period $clk_period

set non_clock_inputs [all_inputs -no_clocks]
set_input_delay [expr $clk_period * $clk_io_pct] -clock clk0 $non_clock_inputs
set_output_delay [expr $clk_period * $clk_io_pct] -clock clk0 [all_outputs]
==> run_results.csv <==
group,metric,value,unit
logic_synthesis,synthDistinctLibCells,28,
layout,lay_top_cells,"inv_1, and2_1, fa_1, ha_1, clkdlybuf4s50_1",
worst_setup_path,arrival,6.42,ns
logic_synthesis,syn_area_per_cell,8.67,um^2
detailed_routing,drtIter0Drc,112,
logic_synthesis,synth_chip_area,0.00211,mm^2
logic_synthesis,syn_inst,243,
worst_setup_path,cp-startpoint,"a[3]",
cts,postCtsHoldBufs,0,
timing,hold_violations,0,
hold_path,holdPathStages,3,
worst_setup_path,end_kind,"output port",
hold_path,min-delay-start,"a[0]",
power_and_ir_drop,leakage,1.29,nW
floorplan,core_area,0.00403,mm^2
detailed_routing,drt-total-wl,4.03,mm
hold_path,hold_end,"s[0]",
logic_synthesis,ys_sh_mux,0,%
global_route,grt_overflow_total,0,
timing,hold_ws,4.53,ns
layout,area_delta_synth_final,18.2,%
timing,slew_headroom,74.5,%
worst_setup_path,path_max_fanout,8,
detailed_routing,vias,1643,
hold_path,hold_class,"in -> out",
job,max_cap_violations,0,
logic_synthesis,top_area_share,34.2,%
timing,min_period,8.12,ns
timing,report.final.setup_viol,0,
logic_synthesis,yosys.area.top_type,"fa_1",
worst_setup_path,cp_slowest_cell,"clkdlybuf4s50_1",
detailed_routing,vias_per_cell,5.06,
global_route,grt_max_degree,9,
logic_synthesis,logic_family,"adder cells",
timing,final.setup.worst_slack,0.381,ns
place,globalplace.congestion,0.823,
outcome,outcome,"finished, final reports clean",
cts,post_cts_buffers,0,
timing,fmax,123,MHz
logic_synthesis,ys_sh_simple,23.0,%
logic_synthesis,yosys_cells,243,
worst_setup_path,start_kind,"primary input",
global_route,grt_pass1_vias,1542,
worst_setup_path,crit_family,"adder cells",
logic_synthesis,yosysWarnings,0,
logic_synthesis,synth-xor-area-share,4.57,%
timing,tightest_slew,0.378,ns
layout,layout.cells.most_common,"inv_1",
timing,report.final.slew_viol_count,0,
job,warnings,33,
worst_setup_path,crit_type,"in -> out",
place,portBuffers,32,
global_route,grt.total_usage,22.0,%
power_and_ir_drop,p_per_area,200,mW/mm^2
cts,post_cts_resize_count,0,
detailed_routing,ant_nets,0,
timing,fin_tns_setup,0,ns
floorplan,dieWidth,66.9,um
floorplan,io_pins,32,
floorplan,chipHeight,66.9,um
global_route,antenna_found_initial,0,
floorplan,fp-utilization,52.3,%
worst_setup_path,critPathBufInv,6,
floorplan,num_rows,23,
timing,rsz0062_at_grt,"no",
worst_setup_path,crit_chain,"clkdlybuf4s50_1, and2_1, fa_1, inv_1, fa_1, inv_1, fa_1, inv_1, fa_1, inv_1, ha_1, and2_4, a221oi_2, nand2_1, a31oi_1, xnor2_1, clkdlybuf4s50_1",
logic_synthesis,synth_area,0.00211,mm^2
logic_synthesis,ys_seq_share,0,%
detailed_routing,post_drt_wl_per_cell,12.4,um
power_and_ir_drop,peakVddDrop,170,uV
layout,drive_above_1_share,1.82,%
detailed_routing,dr.pass1.iters,4,
timing,fin_crit_sh,95.5,%
place,place_ws,0.358,ns
logic_synthesis,top_cells_by_area,"fa_1, ha_1, and2_1, inv_1, nand2_1",
global_route,grt_pass1_wl,7.20,mm
place,dpl.hpwl,3.44,mm
worst_setup_path,cpPeakStageDelay,0.54,ns
floorplan,chip_area,0.00448,mm^2
layout,flops,0,
logic_synthesis,adder_share,55.6,%
detailed_routing,diodes,0,
detailed_routing,drc,0,
layout,n_clock_buffer,0,
worst_setup_path,worstPathRequired,6.80,ns
logic_synthesis,aoi_share,8.14,%
layout,register_area,0,um^2
==> worst min-delay path: stages <==
cell	delay (ns)
clkdlybuf4s50_1	0.54
and2_1	0.20
clkdlybuf4s50_1	0.38
==> logic make-up (layout without fill, tap and decap cells) <==
| kind of cell | count (synthesis) | in the layout |
|---|---|---|
| and+or+nand+nor | 88 | 88 |
| xor gates and xnor gates | 11 | 11 |
| AOI/OAI and AO/OA | 23 | 23 |
| buffers and inverters | 49 | 81 |
| adders and majority gates | 72 | 72 |
==> metal layers <==
metal	GRT usage, %	wire, um	vias up
li1	-	-	828
met1	36.8	1910	799
met2	35.6	2080	16
met3	0.521	40	0
met4	0	0	0
met5	0	0	-
==> Yosys cell counts (2+ instances only) <==
cell / count
a211o_1: 3
o21ai_1: 2
nor2b_1: 2
a21oi_1: 5
and2_1: 47
inv_1: 49
and3_1: 3
xnor2_1: 7
fa_1: 36
ha_1: 36
o21a_1: 4
xor2_1: 4
nor2_1: 6
nor3_1: 2
o211ai_1: 2
nand2_1: 23
==> final cells by class <==
class / count / area, um^2
Multi-Input combinational cell: 194 / 1920
Fill cell: 369 / 1540
Timing Repair Buffer: 32 / 320
Inverter: 49 / 184
Tap cell: 50 / 62.6
==> how the worst max path moves through the flow <==
stage	endpoint	slack, ns	cells after the start
finish	s[11]	0.38	17
CTS	s[15]	0.35	17
global route	s[15]	0.13	17
==> stage by stage <==
step	instances	cell area (um^2)	power, mW	util [%]
final	325	2490	0.498	61.8
after global routing	325	2490	0.571	61.8
after CTS	325	2490	0.508	61.8
after detailed placement	325	2490	0.504	61.8
after global placement	325	2490	0.504	61.8
after floorplan	243	2110	0.306	-
==> power breakdown <==
group          total, mW  switching, mW  leakage (nW)  internal [mW]
registers              0              0             0              0
clock network          0              0             0              0
logic              0.498          0.209          1.29          0.289
No activity file was given, so power comes from the tool's default toggle rates.
