==> design.v <==
module adder(a,b,s);
  input [7:0] a;
  input [7:0] b;
  output [8:0] s;
  assign s = a + b;
endmodule
==> run.sh <==
#!/bin/bash
# OpenROAD 26Q1-2900-gdf79404cd8, Yosys 0.63+post, stock flow scripts
make -C /OpenROAD-flow-scripts/flow DESIGN_CONFIG=/design/flow/config.mk WORK_HOME=/design/flow/orfs finish
==> config.mk <==
export PLATFORM = sky130hd
export DESIGN_NAME = adder
export DESIGN_NICKNAME = adder
export VERILOG_FILES = /design/flow/design.v
export SDC_FILE = /design/flow/constraint.sdc
export NUM_CORES = 4
export LEC_CHECK = 1
export CORE_AREA = 10 10 70 70
export DIE_AREA = 0 0 80 80
==> constraint.sdc <==
current_design adder

set clk_period 5.1
set clk_io_pct 0.2

create_clock -name clk0 -period $clk_period

set non_clock_inputs [all_inputs -no_clocks]
set_input_delay [expr $clk_period * $clk_io_pct] -clock clk0 $non_clock_inputs
set_output_delay [expr $clk_period * $clk_io_pct] -clock clk0 [all_outputs]
==> Changelog: implementation <==
### Metrics

- Outcome: complete, no violations
- Global-route wire length before repair: 1.77 mm
- DP Worst Slack: 0.951 ns
- Tool warnings: 32
- CP Capture Type: primary output
- Port bufs: 25
- Clkbuf count: 0
- Via count: between 400 and 500
- Pin count of the biggest net entering global routing: 7
- Worst setup path start: a[0]
- Peak VDD IR: 0.0000461 V
- Registers: 0
- HPWL Detailed: 997 um
- RSZ-0062 raised after global routing: no
- Rel. slew slack: 0.743
- Final setup vio count: 0
- Fill cell count: 384
- Die Wd: 80 um
- Fp util: 0.0949
- PwrDens: approximately 120 nW/um^2
- Initial antenna violation count: 0
- IO Pins: 25
- Fin crit share: 0.815
- Routed Antenna Nets: 0
- Post-cts gate resize count: 0
- Number of global-route vias before repair: slightly below 400
- 1st-iter DRT viols: 23
- Area Overhead vs Synth: 95.0%
- Max Slew Vio Count: 0
- Top Layout Cells: clkdlybuf4s50_1 (25), ha_1 (8), a21oi_1 (5), nand2_1 (3)
- P_leak: approximately 0.25 nW
- GRT Total Usage: 0.0326
- Logic area: about 310 sq um
- HP Class: primary input to primary output
- Tally of yosys warning messages: 0
- Core region area: 3420 sq um
- Hold Slack: approximately 3.1 ns
- Max Cap Viol: 0
- Mapped Area: 324 sq um
- Post-synth area from yosys stat: between 300 and 400 sq um
- Share of post-route cells with drive strength above 1: 0.0149
- Worst setup SP type: primary input
- Post-Syn Area per Cell: 7.72 sq um
- Post-CTS Setup Inserts: 0
- Grt ovf: 0
- Arrival time worst endpoint: 3.13 ns
- Routability Congestion: approximately 0.74
- Most frequent logic cell in the layout: clkdlybuf4s50_1
- CP required: between 4 and 5 ns
- Worst hold start: b[0]
- CTS Hold Bufs: 0
- Max Fclk: about 240 MHz
- FP Rows: 21
- Fin. Hold Viols: 0
- Vias per cell: approximately 3.6
- Crit path time final: between 4 and 5 ns
- Mapped Cells: between 40 and 50
- WL final: approximately 1.1 mm
- Die y size: approximately 80 um
- CP Class: primary input to primary output
- DRT Pass-1 Iters: 4
- Antenna Cells: 0
- Crit Path Max Fanout: 2
- Sum Neg Setup Slack: 0 ns
- Wirelength per Cell: 9.72 um
- Worst-margin pin slew: 0.375 ns
- Hold Path Cell Cnt: 3
- Reg area: 0 sq um
- Ys cells: roughly 42
- Yosys cell types: 20
- # DRC: 0
- Setup ws final: between 0.9 and 1 ns
- Die Area: 6400 sq um
- Post-synthesis sequential area ratio: 0
[area by class of cell]
cell class,instances,share of cell area
Inverter,3,0.0178
Timing Repair Buffer,25,0.396
Tap cell,46,0.0911
Multi-Input combinational cell,39,0.495
[critical path: stages]
cell and delay (ns):
clkdlybuf4s50_1 0.40, ha_1 0.23, fa_1 0.40, a21oi_1 0.22, nor2_1 0.08, nor2_1 0.16, xnor2_1 0.14, clkdlybuf4s50_1 0.49
[Yosys cell counts]
cell type  number  share of area
inv_1           2          0.023
nor2_1          2          0.023
xnor2_1         2          0.054
o21ai_0         1          0.015
nand3_1         2          0.031
inv_2           1          0.012
a21o_1          2          0.046
xor2_1          2          0.054
ha_1            8           0.31
nor2b_1         2          0.039
nor3_1          2          0.031
fa_1            1          0.062
mux2i_1         1          0.031
nand2_1         3          0.035
nor4_1          1          0.019
a21oi_1         5          0.077
a311o_1         2          0.062
o21bai_1        1          0.023
a2111oi_0       1          0.027
a221oi_1        1          0.027
[through the flow]
step,cell area [sq um],instances,power [mW],util
final,632,113,0.0736,0.185
after global routing,632,113,0.0818,0.185
after CTS,632,113,0.0748,0.185
after detailed placement,632,113,0.0741,0.185
after global placement,632,113,0.0733,0.185
after floorplan,324,42,0.0291,-
[cell families after synthesis]
group / share of synthesized area
adder cells (fa/ha/maj): 0.371
AND-OR/OR-AND: 0.278
buffers and inverters: 0.0347
XOR/XNOR: 0.108
multiplexers: 0.0309
AND/OR/NAND/NOR: 0.178
[metal layers]
layer,routed length (um),vias to the layer above,global-route usage
met5,0,-,0
li1,-,216,-
met4,0,0,0
met2,400,16,0.0417
met3,142,0,0.0170
met1,555,172,0.0491
[final timing paths]
kind / to / slack, ns
worst max-delay path: s[6] / 0.95
worst min-delay path: s[0] / 3.07
[power by group]
part | internal, mW | switching (mW)
logic | 0.0479 | 0.0257
registers | 0 | 0
clock network | 0 | 0
total | 0.0479 | 0.0257
Power figures rest on the tool's default switching activity, not on a simulated workload.
